===== flow/design.v =====
module preprocessing
(A,B,Adash,Bdash,Asign,Bsign, clk);
input [15:0] A;
input [15:0] B;
input clk; 
output [14:0] Adash;
output [14:0] Bdash;
output Asign;
output Bsign;
reg [14:0] Adash,Bdash;
reg Asign,Bsign;
always @(posedge clk) begin
Asign <= A[15];
Bsign <= B[15];
if(A[15])
	 Adash[14:0] <= -A;  
else
	 Adash <= A[14:0];
if(B[15])
	 Bdash[14:0] <= -B;  
else
	 Bdash <= B[14:0];
end
endmodule
module multiplier
(A,B,Asign,Bsign,Product,en, clk);
input [14:0] A;
input [14:0] B;
input clk;
input Asign,Bsign;
output [29:0] Product;
output en;
reg [29:0] Product;
reg en;
always @(posedge clk) begin
	 Product <= A * B;
	 en <= Asign ^ Bsign;
end
endmodule
module postprocessing
(Cdash,en,C, clk);
input [29:0] Cdash;
input en;
input clk;
output [30:0] C;
reg [30:0] C;
always @(posedge clk) begin
C[30] = en;
if(en)
	 C[29:0] <= -Cdash;
else
	 C[29:0] <= Cdash;
end
endmodule
module IntegratedSystem
(A,B,C, clk);
input clk;
input [15:0] A;
input [15:0] B;
output [30:0] C;
wire [14:0]Adash,Bdash;
wire [29:0] Product;
wire Asign,Bsign,en;
preprocessing pre (A,B,Adash,Bdash,Asign,Bsign,clk);
multiplier mul(Adash,Bdash,Asign,Bsign,Product,en,clk);
postprocessing post(Product,en,C,clk);
endmodule

===== flow/run.sh =====
#!/bin/bash
# OpenROAD 26Q1-2900-gdf79404cd8, Yosys 0.63+post, stock flow scripts
make -C /OpenROAD-flow-scripts/flow DESIGN_CONFIG=/design/flow/config.mk WORK_HOME=/design/flow/orfs finish

===== flow/config.mk =====
export PLATFORM = sky130hd
export DESIGN_NAME = IntegratedSystem
export DESIGN_NICKNAME = IntegratedSystem
export VERILOG_FILES = /design/flow/design.v
export SDC_FILE = /design/flow/constraint.sdc
export NUM_CORES = 4
export LEC_CHECK = 1
export CORE_UTILIZATION = 50

===== flow/constraint.sdc =====
current_design IntegratedSystem

set clk_period 9.9
set clk_io_pct 0.2

create_clock -name clk0 -period $clk_period [get_ports {clk}]

set non_clock_inputs [all_inputs -no_clocks]
set_input_delay [expr $clk_period * $clk_io_pct] -clock clk0 $non_clock_inputs
set_output_delay [expr $clk_period * $clk_io_pct] -clock clk0 [all_outputs]

==> results.tsv <==
stage	metric	value	unit
final_timing	setup-tns-final	0	ns
cts	cts_buffers	9	
detailed_routing	wl	21.0	mm
critical_path	crit_start	pre.Adash[8]	
final_timing	slew_viol_final	0	
placed_design	place_ws	3.74	ns
cts	cts_root_buf	clkbuf_16	
final_timing	finalCriticalPeriod	6.20	ns
critical_path	cp-start-kind	flip-flop	
detailed_routing	drt_iter0_drc	219	
floorplanning	rows	52	
final_timing	skew	0.0114	ns
final_timing	hold_violations	0	
detailed_routing	firstDrtPassIters	5	
worst_hold_path	min_from	mul.Product[0]	
detailed_routing	dr.max_layer_used	met4	
detailed_routing	drt_drc_violations_left	0	
detailed_routing	route.met3.wl	1.75	mm
worst_hold_path	hold_class	flip-flop to flip-flop	
critical_path	critPathKind	flip-flop to flip-flop	
cts	htree_levels	3	
critical_path	reg2reg_from	pre.Adash[8]	
synth	ys_warn_count	3	
cts	post_cts_resized	0	
final_timing	max_freq	0.161	GHz
critical_path	crit_fanout	15	
synth	yosysTopAreaCellShare	0.317	
layout	fillers	1895	
cts	postCtsHoldBufs	0	
synth	top_cells_by_area	fa_1 32%, dfxtp_1 18%, ha_1 11%, and2_1 7.4%, inv_1 7.3%	
cts	clk_latency	0.35	ns
synth	flop_cell	dfxtp_1	
synth	synth-edff-count	0	
placed_design	place.gp.congestion	0.907	
critical_path	cp-end-kind	flip-flop	
critical_path	required	10.19	ns
synth	synth_cells	1134	
synth	ys_ff	94	
layout	logic_area	7750	µm²
cts	cts_tree	done	
cts	numClockSinks	94	
detailed_routing	met2_length	8.99	mm
synth	avgSynthCellArea	9.31	µm²
layout	final_cells	1441	
synth	synthTopCellsByCount	204 x inv_1, 167 x fa_1, 140 x nand2_1, 125 x and2_1, 97 x ha_1	
floorplanning	io_pins	64	
global_routing	grt_pass1_wl	35.6	mm
critical_path	cp.arrival	6.50	ns
final_timing	worst_pin_slew	0.806	ns
final_timing	fin_crit_sh	0.627	
synth	async_reset_ff_frac	0	
layout	ff_latch_area	1880	µm²
flow_run	maxCapViolCount	0	
status	status	complete, no violations	
floorplanning	dieArea	21700	µm²
flow_run	warnings	25	
global_routing	overflow	0	
global_routing	grt_max_degree	32	
synth	syn_area	10600	µm²
final_timing	setup_slack	3.70	ns
global_routing	first_global_vias	7224	
synth	ys_seq_share	0.178	
detailed_routing	vias	7160	
global_routing	track_usage	0.219	
cts	postCtsSetupBuffers	0	
cts	clk_path_buf_depth	2	
detailed_routing	insertedDiodeCount	0	
global_routing	antenna_found_initial	0	
detailed_routing	detail-route-antenna-nets	0	
final_timing	setup_viol	0	
synth	synth_cell_types	48	
placed_design	placed_cells	1425	
placed_design	post-dp-hpwl	17.1	mm
cts	cts.clk_slew.worst_paths	0.07	ns
final_timing	timing.slew.headroom	0.458	
placed_design	numPortBuffers	63	
floorplanning	fp_util	0.515	
detailed_routing	via_per_inst	4.97	
layout	drive_gt1_frac	0.0248	
synth	ys_cells	1134	
final_timing	rsz0062_at_grt	false	
floorplanning	fp.dieH	147	µm
floorplanning	die_width	147	µm
synth	ys_area	10600	µm²
layout	area_delta_synth_final	10.7	%
synth	yosysMostFrequentCell	inv_1	
floorplanning	core-area	20500	µm²
detailed_routing	drt-met1-wl	10.1	mm
detailed_routing	wl_per_cell	14.5	µm
synth	yosysTopAreaCell	fa_1	
==> cell usage in the layout, fill, tap and decap left out, types with 7 or more instances in the layout <==
master	count
a21oi_1	28
and2_1	125
clkbuf_16	9
clkdlybuf4s50_1	63
dfxtp_1	94
fa_1	167
ha_1	97
inv_1	204
nand2_1	140
nand3_1	14
nor2_1	16
nor3_1	9
o21ai_0	23
o31ai_1	19
xnor2_1	75
xor2_1	7
==> stage by stage <==
step / util / instance area [µm²] / hold WS (ns)
CTS: 0.570 / 11700 / 0.404
global placement: 0.555 / 11400 / 0.387
global route: 0.570 / 11700 / 0.412
floorplan: - / 10600 / 0.362
finish: 0.570 / 11700 / 0.404
detailed placement: 0.555 / 11400 / 0.392
==> routing by layer <==
layer / vias to the layer above / global-route usage
met4: 0 / 0.0129
li1: 3556 / -
met5: - / 0
met3: 9 / 0.0780
met1: 3385 / 0.349
met2: 210 / 0.317
==> path summary, 6_finish.rpt <==
kind	end	slack [ns]	cells past startpoint
max	mul.Product[24]	3.70	18
min	post.C[0]	0.40	0
max reg2reg	mul.Product[24]	3.70	18
min reg2reg	post.C[0]	0.40	0
==> registers in the layout (all words and copies together), names as in the netlist <==
signal	cells
pre.Adash	15
pre.Bsign	1
mul.Product	30
mul.en	1
pre.Asign	1
pre.Bdash	15
post.C	31
==> worst max-delay path, stage by stage, from the launching register on <==
cell       delay (ns)
dfxtp_1          0.52
and2_1           0.29
fa_1             0.54
inv_1            0.05
fa_1             0.47
inv_1            0.06
fa_1             0.49
inv_1            0.05
fa_1             0.47
inv_1            0.05
fa_1             0.50
fa_1             0.49
ha_1             0.39
nand3_1          0.16
a211oi_1         0.30
nor3_1           0.13
o31ai_1          0.71
a2111oi_0        0.21
and4b_1          0.28
==> cells by family (layout without fill, tap and decap cells) <==
logic type / after synthesis / count (layout) / synth area share
adders and majority gates: 264 / 264 / 0.432
AOI/OAI and AO/OA: 105 / 105 / 0.0673
DFF: 94 / 94 / 0.178
xor gates and xnor gates: 82 / 82 / 0.0680
buffers and inverters: 247 / 284 / 0.0878
and+or+nand+nor: 342 / 342 / 0.167
==> area by class of cell <==
| type | instances | area share |
|---|---|---|
| Sequential cell | 94 | 0.161 |
| Timing Repair Buffer | 64 | 0.0546 |
| Inverter | 204 | 0.0655 |
| Clock inverter | 7 | 0.00782 |
| Tap cell | 270 | 0.0289 |
| Multi-Input combinational cell | 793 | 0.663 |
| Clock buffer | 9 | 0.0193 |

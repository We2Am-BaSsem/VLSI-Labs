`./config.mk`:
```
export PLATFORM = sky130hd
export DESIGN_NAME = init_calculations
export DESIGN_NICKNAME = init_calculations
export VERILOG_FILES = /design/flow/design.v
export SDC_FILE = /design/flow/constraint.sdc
export NUM_CORES = 4
export LEC_CHECK = 1
export CORE_AREA = 10 10 70 70
export DIE_AREA = 0 0 80 80
```
`./constraint.sdc`:
```
current_design init_calculations

set clk_period 1.0
set clk_io_pct 0.2

create_clock -name clk0 -period $clk_period

set non_clock_inputs [all_inputs -no_clocks]
set_input_delay [expr $clk_period * $clk_io_pct] -clock clk0 $non_clock_inputs
set_output_delay [expr $clk_period * $clk_io_pct] -clock clk0 [all_outputs]
```
`./design.v`:
```
module init_calculations (in1,in2,out);
input [3:0] in1;
input [3:0] in2;
output [15:0] out;
wire [15:0] out;
genvar i,j;
	for(i=0; i < 4; i= i+1) begin
		for(j=0; j < 4; j= j+1) begin
			assign out[i*4+j] = in1[i] & in2[j];
		end
	end
endmodule
```
`./run.sh`:
```
#!/bin/bash
# OpenROAD 26Q1-2900-gdf79404cd8, Yosys 0.63+post, stock flow scripts
make -C /OpenROAD-flow-scripts/flow DESIGN_CONFIG=/design/flow/config.mk WORK_HOME=/design/flow/orfs finish
```
==> impl_metrics.env <==
# flow metrics
export IMPL_outcome="finished, final reports clean"
export IMPL_drtAntennaViolNets=0
export IMPL_antenna_cells=0
export IMPL_initial_core_util_pct=2.930
export IMPL_crit_type="in -> out"
export IMPL_grt_max_degree=5
export IMPL_hold_class="in -> out"
export IMPL_drc=0
export IMPL_antenna_found_initial=0
export IMPL_syn_cell_area_sq_um=100.1
export IMPL_syn_instance_count=16
export IMPL_tool_warnings=32
export IMPL_worstHoldStart="in1[2]"
export IMPL_core_sq_um=3416
export IMPL_slew_headroom_pct=96.76
export IMPL_slowest_delay_ns=0.24
export IMPL_syn2layout_area_growth_pct=293.7
export IMPL_start_kind="input pin"
export IMPL_crit_slowest_cell="dlygate4sd2_1"
export IMPL_maxCapViolations=0
export IMPL_die_h_microns=80
export IMPL_worst_pin_slew_ns=0.04854
export IMPL_dpl_cell_area_sq_um=397.9
export IMPL_worst_setup_path_end_kind="output port"
export IMPL_cp_max_fo=4
export IMPL_synth_distinct_cells=1
export IMPL_register_area_sq_um=0
export IMPL_seq_cells=0
export IMPL_area_leaders="and2_1 (100%)"
export IMPL_p_total_mw=0.1089
export IMPL_chipArea_sq_um=6400
export IMPL_fin_area_sq_um=394.1
export IMPL_top_cell="and2_1"
export IMPL_grtUsageTotal_pct=1.916
export IMPL_ys_chip_area_sq_um=100.1
export IMPL_post_cts_buffers=0
export IMPL_die_w_microns=80
export IMPL_required_ns=0.80
export IMPL_finalClockPeriodUsage_pct=90.25
export IMPL_tns_ns=0
export IMPL_drt_vias_per_instance=2.279
export IMPL_placementRows=21
export IMPL_top_cells_by_count="and2_1 (16)"
export IMPL_largest_area_cell="and2_1"
export IMPL_cts_hold_buffers_added=0
export IMPL_place_gp_congestion=0.7535
export IMPL_whs_path_depth=3
export IMPL_finalSetupViolCount=0
export IMPL_first_pass_iters=1
export IMPL_fmax_mhz=1108
export IMPL_cp_arrival_ns=0.70
export IMPL_yosys_stat_seqShare_pct=0
export IMPL_routed_wl_microns=716
export IMPL_drive_above_1_share_pct=30.00
export IMPL_final_min_clock_period_ns=0.9025
export IMPL_peakVddDrop_mv=0.02362
export IMPL_ys_cells=16
export IMPL_hold_violations=0
export IMPL_fin_util_pct=11.54
export IMPL_post_drt_wl_per_cell_microns=8.326
export IMPL_cp_cell_sequence="buf_4 -> and2_1 -> dlygate4sd2_1"
export IMPL_portBuffers=24
export IMPL_nClkBuffers=0
export IMPL_drtIter0Drc=0
export IMPL_rsz0062_at_grt="false"
export IMPL_avgSynthCellArea_sq_um=6.256
export IMPL_drv_slew=0
export IMPL_power_density_nw_per_um2=276.4
export IMPL_grt_pass1_wl_microns=1048
export IMPL_first_global_vias=191
export IMPL_top_area_share_pct=100.0
export IMPL_hold_end="out[11]"
export IMPL_yosysWarningCount=0
export IMPL_power_leakage_nw=0.2055
export IMPL_overflow=0
export IMPL_io_pins=24
export IMPL_num_vias=196
metal layers:
metal  GRT usage, %  vias to the layer above  wire length, microns
met3          1.364                        0                   210
met2          2.729                       21                   228
li1               -                       96                     -
met1          2.439                       79                   277
met4              0                        0                     0
met5              0                        -                     0
layout make-up:
| cell class | count | area [sq um] |
|---|---|---|
| fill | 397 | 3022 |
| multi-input combinational | 16 | 110.1 |
| tap | 46 | 57.56 |
| timing repair buffer | 24 | 226.5 |
repair_timing:
item,CTS,global route
resized,62,0
endpoints found under the hold margin,0,0
endpoints found under the setup margin,16,0
how the worst max path moves through the flow:
stage	from	to	slack [ns]
CTS	in1[0]	out[2]	0.09
global route	in1[0]	out[2]	0.07
finish	in1[0]	out[0]	0.1
worst max-delay path, delay by kind of cell:
kind | cells | cell delay (ns)
buffers and inverters | 2 | 0.36
AND/OR/NAND/NOR | 1 | 0.14
cell usage in the layout (no fill, tap or decap):
cell type	netlist	final
buf_6	0	7
and2_1	16	12
dlygate4sd2_1	0	16
and2_4	0	4
buf_4	0	1
power by group:
| part | internal, mW | switching [mW] | total [mW] |
|---|---|---|---|
| combinational | 0.0819 | 0.0270 | 0.109 |
| clock | 0 | 0 | 0 |
| sequential | 0 | 0 | 0 |
| total | 0.0819 | 0.0270 | 0.109 |
kinds of logic (layout without fill, tap and decap cells):
family                 Yosys count  in the layout  synth area share [%]
AND/OR/NAND/NOR                 16             16                 100.0
buffers and inverters            0             24                     0
through the flow:
stage          std cells  worst slack [ns]  hold WS [ns]
5_1_grt               86           0.06863        0.7952
6_report              86           0.09751        0.7706
4_1_cts               86           0.08688        0.7758
2_1_floorplan         16            0.4864        0.4719
3_5_place_dp          86           -0.5595         1.384
3_3_place_gp          86           -0.5627         1.376
No activity file was given, so power comes from the tool's default toggle rates.
